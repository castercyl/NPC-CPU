$ cat /design/flow/run.sh
#!/bin/bash
# OpenROAD 26Q1-2900-gdf79404cd8, Yosys 0.63+post, stock flow scripts
make -C /OpenROAD-flow-scripts/flow DESIGN_CONFIG=/design/flow/config.mk WORK_HOME=/design/flow/orfs finish
$ cat /design/flow/config.mk
export PLATFORM = sky130hd
export DESIGN_NAME = ysyx_22040386_ALUcontrol
export DESIGN_NICKNAME = ysyx_22040386_ALUcontrol
export VERILOG_FILES = /design/flow/design.v
export SDC_FILE = /design/flow/constraint.sdc
export NUM_CORES = 4
export LEC_CHECK = 1
export CORE_AREA = 10 10 70 70
export DIE_AREA = 0 0 80 80
$ cat /design/flow/constraint.sdc
current_design ysyx_22040386_ALUcontrol

set clk_period 2.1
set clk_io_pct 0.2

create_clock -name clk0 -period $clk_period

set non_clock_inputs [all_inputs -no_clocks]
set_input_delay [expr $clk_period * $clk_io_pct] -clock clk0 $non_clock_inputs
set_output_delay [expr $clk_period * $clk_io_pct] -clock clk0 [all_outputs]
$ cat /design/flow/design.v
module ysyx_22040386_ALUcontrol (
    input [1:0] ALUop,
    input [2:0] funct3,
    input [6:0] funct7,
    output [5:0] ALUctr
);
reg [5:0] R_ctr, I_ctr, B_ctr, reg_ALUctr;
assign ALUctr = reg_ALUctr;
always @ (*) begin
    R_ctr = 6'b00_0000;
    case (funct3)
        3'b000:begin
            if(funct7 == 7'h20)
                R_ctr = 6'b10_0000;   
            else if(funct7 == 7'h00)
                R_ctr = 6'b00_0000;   
            else if(funct7 == 7'h01)
                R_ctr = 6'b00_1000;   
        end
        3'b001:begin
            if(funct7 == 7'h00)
                R_ctr = 6'b00_0100;   
        end
        3'b010:begin
            if(funct7 == 7'h00)
                R_ctr = 6'b11_0111;   
        end
        3'b011:begin
            if (funct7 == 7'h00)
                R_ctr = 6'b10_0111;   
        end
        3'b100:begin
            if (funct7 == 7'h00)
                R_ctr = 6'b00_0011;   
            else if (funct7 == 7'h01)
                R_ctr = 6'b00_1001;  
        end
        3'b101:begin
            if(funct7 == 7'h20)
                R_ctr = 6'b10_0110;   
            else if (funct7 == 7'h00)
                R_ctr = 6'b00_0101;   
        end
        3'b110:begin
            if (funct7 == 7'h00)
                R_ctr = 6'b00_0010;   
            else if (funct7 == 7'h01)
                R_ctr = 6'b00_1100;  
        end
        3'b111:begin
            if (funct7 == 7'h00)
                R_ctr = 6'b00_0001;   
        end
    endcase
end
always @ (*) begin
    I_ctr = 6'b00_0000;
    case (funct3)
        3'b000: I_ctr = 6'b00_0000;   
        3'b001:begin
            if (funct7[6:1] == 6'h00)
                I_ctr = 6'b00_0100;   
        end
        3'b010: I_ctr = 6'b11_0111;   
        3'b011: I_ctr = 6'b10_0111;   
        3'b100: I_ctr = 6'b00_0011;   
        3'b101:begin
            if(funct7[6:1] == 6'h10)
                I_ctr = 6'b10_0110;   
            else if (funct7[6:1] == 6'h00)
                I_ctr = 6'b00_0101;   
        end
        3'b110: I_ctr = 6'b00_0010;   
        3'b111: I_ctr = 6'b00_0001;   
    endcase
end
always @ (*) begin
    case (funct3)
        3'b000,                      
        3'b001: B_ctr = 6'b10_0000;   
        3'b100,                      
        3'b101: B_ctr = 6'b11_0111;   
        3'b110,                      
        3'b111: B_ctr = 6'b10_0111;   
        default: B_ctr = 6'd0;
    endcase
end
always @ (*) begin
    case(ALUop)
        2'b00: reg_ALUctr = 6'b00_0000;
        2'b11: reg_ALUctr = B_ctr;       
        2'b01: reg_ALUctr = I_ctr;       
        2'b10: reg_ALUctr = R_ctr;       
    endcase
end
endmodule
==> flow_summary.toml <==
# synthesis and place-and-route metrics
[final_layout]
num-fill-cells = 389
ff_count = 0
area_growth_pct = 76.7
nClkBuffers = 0
final_core_utilization_pct = 18.9
drive_gt1_share_pct = 43.2
regArea_um2 = 0

[floorplan]
die_height_um = 80
floorplan.core_util_pct = 10.7
core_mm2 = 0.00342
dieArea_mm2 = 0.00640
ioPinCount = 18
die_w_um = 80
num_rows = 21

[min_path]
holdPathStages = 6
hold_class = "in2out"

[global_routing]
grt_remaining_overflow = 0
first_global_vias = 475
antenna_found_initial = 0
grt_use_total_pct = 4.30
grt_pass1_wl_um = 2320
grt_max_degree = 9

[route]
detail_route.wl_per_cell_um = 10.7
routed_wl_um = 1370
drtIter0Drc = 13
vias_per_cell = 3.91
drc = 0
antennaDiodeCount = 0
antenna_left = 0
dr.pass1.iters = 4
vias = 497

[yosys]
syn_avg_cell_area_um2 = 6.77
ys_warn_count = 1
syn_inst = 54
top_cells_by_area = "nand2b_1, buf_4, or2b_1, o21ai_0, nand2_1"
netlist.top_cell.by_area = "nand2b_1"
synthDistinctLibCells = 29
top_cells_by_count = "nand2b_1, nand2_1, nor2_1, o21ai_0"
synth_top_area_share_pct = 10.3
syn_area_um2 = 365
ys_seq_share_pct = 0
ys_cells = 54
most_common_cell = "nand2b_1"
yosys-stat-area_um2 = 365

[pwr]
switching_share_pct = 46.3
seqPwrFrac_pct = 0
power.total_uw = 97.3
ir_worst_vdd_mv = 0.0646
switching_power_uw = 45.0
p_comb_share_pct = 100.0
clockPowerShare_pct = 0
powerDensity_mw_per_mm2 = 151
p_int_uw = 52.3
p_leak_nw = 0.281

[critical_path]
endpoint_kind = "primary output"
cpPeakStageDelay_ns = 0.56
crit_chain = "buf_6, or4_4, nor3_4, a21boi_2, o211ai_1, buf_2"
crit_type = "in2out"
crit_family = "simple AND/OR/NAND/NOR gates"
cp-start-kind = "input port"
path_depth = 6
cpMaxStageDelayCell = "or4_4"
path_max_fanout = 4
arrival_ns = 1.74
path_buffers = 2
cp_data_required_time_ns = 1.68

[placement]
dp_hpwl_um = 1140
io_buffers = 18
gp_congestion = 0.842
pre_cts_slack_ns = -0.725

[timing]
finalClockPeriodUsage_pct = 103
slew_headroom_pct = 84.9
maxSlewViolCount = 0
rsz0062_at_grt = "true"
worst_pin_slew_ns = 0.224
fin_crit_ns = 2.16
fin_hold_ws_ns = 1.30
fin_tns_setup_ns = -0.0880
hold_viol = 0
max_clock_freq_mhz = 464
finalSetupViolCount = 2
setup_ws_ns = -0.0573

[status]
status = "finished with violations"
violations = "setup timing"

[flow_run]
tool_warnings = 34
maxCapViolCount = 0
[tightest hold or removal path, delay by kind of cell]
| family | cells | cell delay, ns |
|---|---|---|
| compound gates | 1 | 0.06 |
| simple gates | 3 | 0.24 |
| buf+inv | 2 | 0.15 |
[path summary, 6_finish.rpt]
path,endpoint,from
worst min-delay path,ALUctr[5],funct7[3]
worst max-delay path,ALUctr[1],funct7[3]
[what timing repair did]
action,in CTS,in global routing
endpoints found under the setup margin,6,6
buffers inserted,0,1
hold buffers,0,0
cloned,0,0
pin swaps,8,4
resized,42,8
[power by group through the flow]
stage / registers [mW] / logic, mW / clock network (mW)
6_report: 0 / 0.0973 / 0
5_1_grt: 0 / 0.109 / 0
4_1_cts: 0 / 0.0979 / 0
[cell usage in the layout (no fill, tap or decap), drive strengths merged, types with 2 or more instances in the layout]
cell type    instances
o21ai                5
clkbuf               3
inv                  2
nor2                 4
a21oi                3
nor3                 2
nand3                2
buf                 21
dlygate4sd2          5
nand2                5
nand3b               2
xor2                 2
nand2b               6
or2b                 3
[through the flow]
step / instance area [µm²] / cells
6_report: 646 / 127
3_5_place_dp: 666 / 126
3_3_place_gp: 666 / 126
4_1_cts: 644 / 126
5_1_grt: 646 / 127
2_1_floorplan: 365 / 54
[metal layers]
layer  vias to the layer above  GRT usage (%)  wire length [µm]
li1                        253              -                 -
met1                       218           6.86               675
met2                        26           5.70               526
met3                         0           1.25               163
met4                         0              0                 0
met5                         -              0                 0
[cells by family (layout without fill, tap and decap cells)]
| group | Yosys count | in the layout | synth area share [%] |
|---|---|---|---|
| AOI/OAI and AO/OA | 17 | 17 | 33.2 |
| buffers and inverters | 6 | 33 | 9.59 |
| xor gates and xnor gates | 2 | 2 | 4.80 |
| and+or+nand+nor | 29 | 29 | 52.4 |
[layout make-up]
type | instances | area (µm²) | share of cell area (%)
multi-input cells | 48 | 355 | 55.0
repair buffers | 31 | 225 | 34.9
well taps | 46 | 57.6 | 8.91
inverters | 2 | 7.51 | 1.16
