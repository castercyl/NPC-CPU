$ cat design/flow/design.v
module ysyx_22040386_WBU (
    input Auipc,
    input Result_to_Pc,
    input Reg_to_Mem,
    input Lui,
    input [63:0] rd_mem_data,
    input [63:0] snpc,
    input [63:0] pc_imm,
    input [63:0] imm,
    input [63:0] result,
    output [63:0] wr_reg_data
);
wire [63:0] pc_add, real_result, final_result;
assign pc_add = (Auipc) ? pc_imm : snpc;
assign real_result = (Result_to_Pc) ? pc_add : result;
assign final_result = (Reg_to_Mem) ? rd_mem_data : real_result;
assign wr_reg_data = (Lui) ? imm : final_result;
endmodule
$ cat design/flow/run.sh
#!/bin/bash
# OpenROAD 26Q1-2900-gdf79404cd8, Yosys 0.63+post, stock flow scripts
make -C /OpenROAD-flow-scripts/flow DESIGN_CONFIG=/design/flow/config.mk WORK_HOME=/design/flow/orfs finish
$ cat design/flow/config.mk
export PLATFORM = sky130hd
export DESIGN_NAME = ysyx_22040386_WBU
export DESIGN_NICKNAME = ysyx_22040386_WBU
export VERILOG_FILES = /design/flow/design.v
export SDC_FILE = /design/flow/constraint.sdc
export NUM_CORES = 4
export LEC_CHECK = 1
export CORE_AREA = 10 10 168 168
export DIE_AREA = 0 0 178 178
$ cat design/flow/constraint.sdc
current_design ysyx_22040386_WBU

set clk_period 1.2
set clk_io_pct 0.2

create_clock -name clk0 -period $clk_period

set non_clock_inputs [all_inputs -no_clocks]
set_input_delay [expr $clk_period * $clk_io_pct] -clock clk0 $non_clock_inputs
set_output_delay [expr $clk_period * $clk_io_pct] -clock clk0 [all_outputs]
==> flow_summary_export.csv <==
group,metric,value,unit
floorplanning,core,24460,um^2
power,power_density,323.2,nW/um^2
power,clockPowerShare,0,
status,violations,"negative setup slack",
power,finalPower,2.706,mW
critical_path,setup.worst_path.start_class,"primary input",
detailed_routing,drt-initial-drc-count,161,
final_timing,drv_slew,0,
yosys,netlist_area,3159,um^2
yosys,ys_cells,505,
final_timing,setup_violations,64,
detailed_routing,wl_per_cell,19.23,um
final_timing,fmaxAchievable,511.6,MHz
grt,grt_pass1_vias,5157,
finish,design_area,8373,um^2
floorplanning,die_y,178,um
place,gp_congestion,0.8957,
grt,grt_util_all_layers,0.1268,
min_path,hold_start,"Lui",
finish,drive_gt1_frac,0.2727,
place,hpwl,18.38,mm
power,p_sw,966.3,uW
critical_path,arrival,1.71,ns
power,switching_share,0.3571,
critical_path,timing.critical_path.from,"Lui",
yosys,ys_area,3159,um^2
yosys,synth_cells,505,
critical_path,crit_required,0.96,ns
yosys,top_area_cell,"a211oi_2",
power,peakVddDrop,0.0001656,V
clocking,cts.hold.buffers_added,0,
final_timing,fin_setup_tns,-37.44,ns
finish,syn_to_final_growth,165.0,%
floorplanning,io_pins,388,
flow_run,tool_warnings,35,
power,p_int,1.740,mW
detailed_routing,drc_errors,0,
yosys,ys_types,13,
min_path,hold-path-cell-count,5,
yosys,syn_area_per_cell,6.256,um^2
floorplanning,floorplan.core_util,0.1291,
final_timing,hold_viol,0,
finish,area.combinational,2844,um^2
yosys,top_cell_area_share,0.2376,
critical_path,crit_type,"in -> out",
grt,grt_pass1_wl,31.35,mm
grt,antenna_found_initial,1,
critical_path,path_max_fanout,5,
detailed_routing,vias,5332,
grt,grt_max_degree,65,
min_path,hold_path_end,"wr_reg_data[57]",
place,portBuffers,388,
final_timing,rsz0062_at_grt,"yes",
detailed_routing,drt-vias-per-instance,4.195,
finish,nClkBuffers,0,
power,p_comb_frac,1.000,
yosys,area_leaders,"a211oi_2, a211o_1, nor2b_1, a21oi_1, nor3_1",
floorplanning,die_x,178,um
detailed_routing,wl,24.44,mm
yosys,ys_seq_frac,0,
place,place_area,7586,um^2
status,status,"finished, violations left",
finish,n_fill_cell,2499,
finish,ff_count,0,
power,leakagePower,3.498,nW
final_timing,fin_ws,-0.7545,ns
floorplanning,rows,57,
place,pre_cts_slack,-0.8740,ns
final_timing,min_period,1.955,ns
power,pwr-share-seq,0,
critical_path,endpoint_kind,"output pin",
grt,grt-ovfl-total,0,
finish,flop_area,0,um^2
detailed_routing,firstDrtPassIters,4,
min_path,min_path_type,"in -> out",
detailed_routing,ant_nets,0,
final_timing,maxSlewHeadroom,0.7588,
yosys,yosysWarnings,0,
final_timing,tightest_slew,0.3591,ns
floorplanning,dieArea,31680,um^2
flow_run,maxCapViolCount,0,
final_timing,finalCritPeriodShare,1.629,
[cell type report]
type	instances	area share
timing repair buffer	496	0.5829
multi-input combinational	386	0.3397
tap	324	0.04842
inverter	64	0.02869
antenna	1	0.0002989
[worst max-delay path by stage]
stage / slack (ns) / end
6_report: -0.75 / wr_reg_data[16]
4_1_cts: -0.82 / wr_reg_data[32]
5_1_grt: -0.83 / wr_reg_data[26]
[power by group through the flow]
stage	sequential (mW)	combinational [mW]	clock, mW
CTS	0	2.56	0
global route	0	2.91	0.000000111
finish	0	2.71	0.000000111
[metrics by stage]
step | util | hold WS (ns) | std cells
floorplan | - | 0.5520 | 505
global placement | 0.3101 | 1.337 | 1204
detailed placement | 0.3101 | 1.332 | 1204
CTS | 0.3149 | 1.104 | 1213
global route | 0.3423 | 0.9780 | 1271
finish | 0.3423 | 0.9673 | 1271
[metal layers]
layer | routed length [um] | share of wire | vias to the layer above | global-route usage
met3 | 2010 | 0.082 | 14 | 0.03499
met5 | 0 | 0 | - | 0
met1 | 9464 | 0.39 | 2441 | 0.1510
met4 | 270 | 0.011 | 0 | 0.006252
met2 | 12690 | 0.52 | 212 | 0.2315
li1 | - | - | 2665 | -
[kinds of logic (layout without fill, tap and decap cells)]
| group | after synthesis | in the layout | synth area share |
|---|---|---|---|
| simple gates | 193 | 194 | 0.3069 |
| compound gates | 192 | 192 | 0.5259 |
| buf+inv | 120 | 560 | 0.1671 |
| other cells | 0 | 1 | 0 |
[what timing repair did]
action | 4_1_cts | 5_1_grt
pin swaps | 7 | 59
cloned | 2 | 9
endpoints found under the setup margin | 64 | 64
gates resized | 90 | 168
setup buffers | 7 | 49
[critical path: stages]
cell      delay (ns)
buf_8           0.10
or3b_4          0.49
buf_12          0.17
buf_8           0.12
buf_4           0.15
buf_6           0.12
a211oi_2        0.14
a21oi_1         0.05
buf_2           0.11
[cell usage in the layout, fill, tap and decap left out, types with 17 or more instances in the layout]
master | netlist | routed
clkdlybuf4s50_1 | 0 | 320
inv_1 | 64 | 64
nor3_1 | 64 | 64
a211o_1 | 64 | 64
nand2_1 | 64 | 64
nor2b_1 | 64 | 63
buf_4 | 1 | 50
a211oi_2 | 60 | 49
a21oi_1 | 64 | 47
clkbuf_2 | 0 | 39
buf_6 | 6 | 32
buf_2 | 23 | 23
a21oi_2 | 0 | 17
Power figures rest on the tool's default switching activity, not on a simulated workload.
